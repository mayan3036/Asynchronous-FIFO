===== design/flow/design.v =====
module Async_FIFO_Top #(parameter DATA_WIDTH = 8,
    parameter ADDR_WIDTH = 4)(
    output [DATA_WIDTH-1:0] read_data,        
    output write_full,                        
    output read_empty,                        
    input [DATA_WIDTH-1:0] write_data,        
    input write_enable, write_clock, write_reset_n,   
    input read_enable, read_clock, read_reset_n       
    );
    wire [ADDR_WIDTH-1:0] write_addr, read_addr;
    wire [ADDR_WIDTH:0] write_ptr, read_ptr, sync_write_ptr, sync_read_ptr;
    Clock_Domain_Synchronizer #(ADDR_WIDTH+1) sync_read_to_write (   
        .sync_out(sync_write_ptr), 
        .sync_in(read_ptr),
        .sync_clock(write_clock), 
        .sync_reset_n(write_reset_n)
    );
    Clock_Domain_Synchronizer #(ADDR_WIDTH+1) sync_write_to_read (   
        .sync_out(sync_read_ptr), 
        .sync_in(write_ptr),
        .sync_clock(read_clock), 
        .sync_reset_n(read_reset_n)
    );
    FIFO_Buffer #(DATA_WIDTH, ADDR_WIDTH) fifo_memory (   
        .read_data(read_data), 
        .write_data(write_data),
        .write_addr(write_addr), 
        .read_addr(read_addr),
        .write_enable(write_enable), 
        .write_full(write_full),
        .write_clock(write_clock)
    );
    Read_Pointer_Handler #(ADDR_WIDTH) read_handler (   
        .read_empty(read_empty),
        .read_addr(read_addr),
        .read_ptr(read_ptr), 
        .sync_write_ptr(sync_read_ptr),
        .read_enable(read_enable), 
        .read_clock(read_clock),
        .read_reset_n(read_reset_n)
    );
    Write_Pointer_Handler #(ADDR_WIDTH) write_handler (   
        .write_full(write_full), 
        .write_addr(write_addr),
        .write_ptr(write_ptr), 
        .sync_read_ptr(sync_write_ptr),
        .write_enable(write_enable), 
        .write_clock(write_clock),
        .write_reset_n(write_reset_n)
    );
endmodule
module Clock_Domain_Synchronizer #(parameter DATA_WIDTH = 4)( 
    output reg [DATA_WIDTH-1:0] sync_out,    
    input [DATA_WIDTH-1:0] sync_in,          
    input sync_clock, sync_reset_n           
    );
    reg [DATA_WIDTH-1:0] sync_stage1;  
    always @(posedge sync_clock or negedge sync_reset_n) begin
        if (!sync_reset_n) 
            {sync_out, sync_stage1} <= 0;           
        else 
            {sync_out, sync_stage1} <= {sync_stage1, sync_in};   
    end 
endmodule
module FIFO_Buffer #(parameter DATA_WIDTH = 8,
    parameter ADDR_WIDTH = 4)(
    output [DATA_WIDTH-1:0] read_data,         
    input [DATA_WIDTH-1:0] write_data,         
    input [ADDR_WIDTH-1:0] write_addr, read_addr,   
    input write_enable, write_full, write_clock   
    );
    localparam MEM_DEPTH = 1 << ADDR_WIDTH;      
    reg [DATA_WIDTH-1:0] memory [0:MEM_DEPTH-1];  
    assign read_data = memory[read_addr];        
    always @(posedge write_clock)
        if (write_enable && !write_full) memory[write_addr] <= write_data;  
endmodule
module Read_Pointer_Handler #(parameter ADDR_WIDTH = 4)(
    output reg read_empty,                   
    output [ADDR_WIDTH-1:0] read_addr,       
    output reg [ADDR_WIDTH :0] read_ptr,     
    input [ADDR_WIDTH :0] sync_write_ptr,    
    input read_enable, read_clock, read_reset_n   
    );
    reg [ADDR_WIDTH:0] read_bin;                      
    wire [ADDR_WIDTH:0] read_gray_next, read_bin_next;  
    wire read_empty_val;                              
    always @(posedge read_clock or negedge read_reset_n) begin
        if (!read_reset_n)                 
            {read_bin, read_ptr} <= 0;
        else 
            {read_bin, read_ptr} <= {read_bin_next, read_gray_next};   
    end
    assign read_addr = read_bin[ADDR_WIDTH-1:0];      
    assign read_bin_next = read_bin + (read_enable & ~read_empty);  
    assign read_gray_next = (read_bin_next >> 1) ^ read_bin_next;  
    assign read_empty_val = (read_gray_next == sync_write_ptr);  
    always @(posedge read_clock or negedge read_reset_n) begin
        if (!read_reset_n)                 
            read_empty <= 1'b1;
        else 
            read_empty <= read_empty_val;  
    end
endmodule
module Write_Pointer_Handler #(parameter ADDR_WIDTH = 4)(
    output reg write_full,                    
    output [ADDR_WIDTH-1:0] write_addr,       
    output reg [ADDR_WIDTH :0] write_ptr,     
    input [ADDR_WIDTH :0] sync_read_ptr,      
    input write_enable, write_clock, write_reset_n   
    );
    reg [ADDR_WIDTH:0] write_bin;                      
    wire [ADDR_WIDTH:0] write_gray_next, write_bin_next;  
    wire write_full_val;                              
    always @(posedge write_clock or negedge write_reset_n) begin
        if (!write_reset_n)             
            {write_bin, write_ptr} <= 0;
        else 
            {write_bin, write_ptr} <= {write_bin_next, write_gray_next};  
    end
    assign write_addr = write_bin[ADDR_WIDTH-1:0];      
    assign write_bin_next = write_bin + (write_enable & ~write_full);  
    assign write_gray_next = (write_bin_next >> 1) ^ write_bin_next;  
    assign write_full_val = (write_gray_next == {~sync_read_ptr[ADDR_WIDTH:ADDR_WIDTH-1], sync_read_ptr[ADDR_WIDTH-2:0]});  
    always @(posedge write_clock or negedge write_reset_n) begin
        if (!write_reset_n)             
            write_full <= 1'b0;
        else 
            write_full <= write_full_val;  
    end
endmodule

===== design/flow/run.sh =====
#!/bin/bash
# OpenROAD 26Q1-2900-gdf79404cd8, Yosys 0.63+post, stock flow scripts
make -C /OpenROAD-flow-scripts/flow DESIGN_CONFIG=/design/flow/config.mk WORK_HOME=/design/flow/orfs finish

===== design/flow/config.mk =====
export PLATFORM = sky130hd
export DESIGN_NAME = Async_FIFO_Top
export DESIGN_NICKNAME = Async_FIFO_Top
export VERILOG_FILES = /design/flow/design.v
export SDC_FILE = /design/flow/constraint.sdc
export NUM_CORES = 4
export LEC_CHECK = 1
export CORE_UTILIZATION = 50

===== design/flow/constraint.sdc =====
current_design Async_FIFO_Top

set clk_period 5.9
set clk_io_pct 0.2

create_clock -name clk0 -period $clk_period [get_ports {read_clock}]
create_clock -name clk1 -period $clk_period [get_ports {write_clock}]

set non_clock_inputs [all_inputs -no_clocks]
set_input_delay [expr $clk_period * $clk_io_pct] -clock clk0 $non_clock_inputs
set_output_delay [expr $clk_period * $clk_io_pct] -clock clk0 [all_outputs]

==> out/results.md <==
| Parameter | This run |
|---|---|
| Post-Synthesis Cells | 322 |
| Setup TNS | 0 ns |
| Max transition margin | 41.5% |
| Leading area contributor after synthesis | edfxtp_1 |
| Post-CTS setup buffer count | 0 |
| Share of layout cells above drive strength 1 | 20.5% |
| Count of antenna diodes in the layout | 0 |
| Arrival time of the worst setup path | 2.75 ns |
| DR WL met2 | 5000 um |
| Post-synthesis average cell area | 19.8 sq um |
| Pins Over Slew Limit | 0 |
| Finished Layout Cells | 548 |
| Share of the core filled with cells in the final layout | 61.5% |
| Area added between synthesis and finish | 18.1% |
| Maxcap violations | 0 |
| Count of yosys warnings during synthesis | 4 |
| Post-cts repair resize count | 0 |
| Static leakage power | 2.64 nW |
| Smallest setup slack after layout | 1.97 ns |
| Number of cells in the design after placement | 512 |
| Total die size | 13200 sq um |
| Unrepaired setup endpoints after global routing | false |
| Number of DRC markers in iteration 0 | 168 |
| Area fraction of the dominant cell type after synthesis | 60.4% |
| Slew at the pin closest to its max-slew limit | 0.874 ns |
| Top area cell types | edfxtp_1 60%, dfrtp_1 15%, mux4_2 11% |
| I/O pin count | 24 |
| Post-synthesis cell area | 6360 sq um |
| Dominant cell by count in the synthesized netlist | edfxtp_1 |
| Setup violation total in the final timing report | 0 |
| Cell types with the highest counts after synthesis | 128 x edfxtp_1, 39 x dfrtp_1, 32 x mux4_2 |
| Post-synthesis cell count from yosys | 322 |
| Number of buffers added on ports | 22 |
| Met3 routed WL | 1340 um |
| Synthesized chip area reported by yosys | 6360 sq um |
| Crit path capture type | output port |
| Via count of the first global-routing pass | 3225 |
| Gp weighted congestion | 0.767 |
| Peak ir drop on the vdd network | 328 uV |
| Placed wire-length estimate | 7030 um |
| Core area | 12200 sq um |
| Post-synthesis sequential area ratio | 76.2% |
| Wire per inst | 20.2 um |
| Startpoint Class | flip-flop |
| Initial antenna violation count | 0 |
| DRC | 0 |
| Proportion of register bits with asynchronous set or reset after synthesis | 23.8% |
| Total power per unit cell area | 530 nW/um^2 |
| Wire length after detailed routing | 11100 um |
| Max FO, Critical Path | 19 |
| Cell area after placement | 6840 sq um |
| Final count of hold timing violations | 0 |
| Largest net degree at the start of global routing | 36 |
| Clock Sinks | 168 |
| Number of synthesized register bits | 168 |
| Drt first pass iters | 4 |
| Overall routing resource usage | 20.8% |
| Clock tree skew after final layout | 0.00727 ns |
| Post-synth tally of flip-flops with integrated enable | 128 |
| Area of all placed cells without fillers | 7510 sq um |
| Clock slew at the register clock pins of the worst setup and hold paths | 0.06 ns |
| Pre-CTS setup slack | 2.20 ns |
| First-pass GRT wire length | 17600 um |
| Length of routed wiring on met1 | 4580 um |
| CTS tree | built |
| Prevailing post-synth register cell | edfxtp_1 |
| Tally of OpenROAD warnings | 26 |
| Average via count per standard cell | 5.47 |
| Distinct lib cells used | 28 |
| Core utilization at floorplan | 52.1% |
| Grt total ovfl | 0 |
| Width of the die | 115 um |
| Critical path start-end classification | flip-flop to output port |
| Die boundary height | 115 um |
| Worst Hold Class | flip-flop to flip-flop |
| Row count | 40 |
| Worst hold margin | 0.189 ns |
| Count of hold buffers inserted by post-cts repair | 0 |
| Outcome | finished clean |
| Total via count after detailed routing | 3000 |
| Highest Signal Layer | met4 |
| Final Total Pwr | 3.99 mW |
| Required time reported for the critical path endpoint | 4.72 ns |
| Final ANT Viol Nets | 0 |
state kept, by name, indices dropped and copies added (netlist names), 4 cells and up:
| register | flops |
|---|---|
| fifo_memory.memory | 128 |
| read_handler.read_bin | 4 |
| read_handler.read_ptr | 5 |
| sync_read_to_write.sync_out | 5 |
| sync_read_to_write.sync_stage1 | 5 |
| sync_write_to_read.sync_out | 5 |
| sync_write_to_read.sync_stage1 | 5 |
| write_handler.write_bin | 4 |
| write_handler.write_ptr | 5 |
kinds of logic (layout without fill, tap and decap cells):
group	count (synthesis)	count (layout)	synth area share (%)
flip-flops	168	168	76.2
multiplexers	32	32	11.3
AND-OR/OR-AND	19	19	2.38
adder cells (fa/ha/maj)	4	4	0.787
AND/OR/NAND/NOR	53	53	3.89
buffers and inverters	21	79	1.42
XOR/XNOR	25	25	4.01
power breakdown:
group,switching [mW],internal [mW],total [mW],leakage (nW)
Clock,0.424,0.794,1.22,0.328
Sequential,0.147,1.52,1.67,1.63
Combinational,0.527,0.573,1.10,0.683
path summary, 6_finish.rpt:
check,from,to,slack (ns),cells past startpoint
hold / removal,read_handler.read_ptr[1],sync_read_to_write.sync_stage1[1],0.19,0
max in group clk1,write_enable,write_handler.write_full,2.91,9
setup / recovery,read_handler.read_bin[0],read_data[0],1.97,5
hold reg to reg,read_handler.read_ptr[1],sync_read_to_write.sync_stage1[1],0.19,0
setup reg to reg,read_handler.read_bin[0],read_handler.read_empty,3.43,6
min in group asynchronous,write_reset_n,sync_read_to_write.sync_stage1[1],1.10,2
min in group clk0,sync_write_to_read.sync_stage1[2],sync_write_to_read.sync_out[2],0.35,0
max in group asynchronous,read_reset_n,read_handler.read_empty,4.37,2
layer usage:
layer / vias up / GRT usage, %
met2: 138 / 28.0
met4: 0 / 2.77
met1: 1505 / 35.0
met3: 14 / 12.3
li1: 1343 / -
met5: - / 0
critical path, stage by stage, from the launching register on:
cell             delay [ns]
dfrtp_2                0.70
buf_4                  0.46
mux4_2                 0.55
a22oi_1                0.26
nand2_1                0.11
clkdlybuf4s50_1        0.42
layout make-up:
cell class	count	area, sq um
tap	168	210
multi-input combinational	133	1430
clock buffer	25	519
sequential	168	4850
timing repair buffer	37	333
inverter	6	22.5
clock inverter	11	158
fill	894	4700
cells in the final DEF, fill, tap and decap left out, drive strengths merged, types with 5 or more instances in the layout:
| master | n |
|---|---|
| edfxtp | 128 |
| dfrtp | 39 |
| mux4 | 32 |
| clkbuf | 25 |
| clkdlybuf4s50 | 22 |
| a22oi | 16 |
| nor2 | 15 |
| buf | 15 |
| xor2 | 13 |
| nand2 | 13 |
| xnor2 | 10 |
| nand3 | 8 |
| inv | 7 |
| clkinv | 6 |
| or3 | 5 |
Power is estimated from default activity; no workload was simulated.
